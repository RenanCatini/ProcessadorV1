--- config.mk ---
export PLATFORM = sky130hd
export DESIGN_NAME = processor
export DESIGN_NICKNAME = processor
export VERILOG_FILES = /design/flow/design.v
export SDC_FILE = /design/flow/constraint.sdc
export NUM_CORES = 4
export LEC_CHECK = 1
export CORE_UTILIZATION = 30
--- run.sh ---
#!/bin/bash
# OpenROAD 26Q1-2900-gdf79404cd8, Yosys 0.63+post, stock flow scripts
make -C /OpenROAD-flow-scripts/flow DESIGN_CONFIG=/design/flow/config.mk WORK_HOME=/design/flow/orfs finish
--- constraint.sdc ---
current_design processor

set clk_period 13.9
set clk_io_pct 0.2

create_clock -name clk0 -period $clk_period [get_ports {clock}]

set non_clock_inputs [all_inputs -no_clocks]
set_input_delay [expr $clk_period * $clk_io_pct] -clock clk0 $non_clock_inputs
set_output_delay [expr $clk_period * $clk_io_pct] -clock clk0 [all_outputs]
--- design.v ---
module counter(clock, clear, out);
    input clear;
    input clock;
    output reg [1:0] out;
    always @(posedge clock)
        begin
            if(clear == 1)
                out <= 2'b00;
            else
                out <= out + 1'b1;
        end
endmodule
module unidControle (
    input [15:0] instrucao,
    input resetn,
    input [1:0] step,
    output reg [2:0] OpSelect,
    output reg [7:0] reg_enable,
    output reg A_enable,
    output reg R_enable,
    output reg clear,
    output reg [3:0] selReg,
    output reg bus_enable
);
wire [2:0] opcode;
wire [2:0] RX;
wire [2:0] RY;
decodificador decode (instrucao, opcode, RX, RY);
wire [7:0] RX_decoded;
decode_reg reg_decoder (RX, RX_decoded);
parameter ADD = 3'b000;
parameter SUB = 3'b001;
parameter NAN = 3'b010;
parameter OUT = 3'b100;
parameter LDI = 3'b101;
parameter REP = 3'b111;
always @(*) begin
    OpSelect = 3'b000;
    reg_enable = 8'b00000000;
    A_enable = 1'b0;
    R_enable = 1'b0;
    selReg = 4'b0000;
    bus_enable = 1'b0;
    if(resetn == 1'b1) begin
        clear = 1;  
    end else begin
        clear = 0;
        case(step)
            2'b00: begin
            end
            2'b01: begin
                case(opcode)
                    ADD, SUB, NAN: begin
                        selReg = {1'b0, RX};  
                        A_enable = 1'b1;      
                    end
                    OUT: begin
                        selReg = {1'b0, RX};  
                    end
                endcase
            end
            2'b10: begin
                case(opcode)
                    ADD, SUB, NAN: begin
                        selReg = {1'b0, RY};  
                        OpSelect = opcode;   
                        R_enable = 1'b1;     
                    end
                    REP: begin
                        selReg = {1'b0, RY};  
                        OpSelect = REP;      
                        R_enable = 1'b1;    
                    end
                    LDI: begin
                        selReg = 4'b1000;     
                        OpSelect = REP;       
                        R_enable = 1'b1;     
                    end
                    OUT: begin
                        selReg = {1'b0, RX};
                        bus_enable = 1'b1;   
                    end
                endcase
            end
            2'b11: begin
                case(opcode)
                    ADD, SUB, NAN, REP, LDI: begin
                        reg_enable = RX_decoded;  
                        selReg = 4'b1001;         
                    end
                    OUT: begin
                        selReg = {1'b0, RX};   
                        bus_enable = 1'b1;       
                    end
                endcase
            end
        endcase
    end
end
endmodule
module registrador (
    input clock,
    input enable,
    input [15:0] entrada,
    output reg [15:0] saida
);
    always @(posedge clock) begin
        if (enable)
            saida <= entrada;
    end
endmodule
module extensor_sinal (
    input [15:0] instrucao,
    output reg [15:0] imediato
);
    always @(*) begin
        if (instrucao[9])
            imediato = {6'b111111, instrucao[9:0]};
        else
            imediato = {6'b000000, instrucao[9:0]};
    end
endmodule
module multiplexador (
    input [15:0] r0,
    input [15:0] r1,
    input [15:0] r2,
    input [15:0] r3,
    input [15:0] r4,
    input [15:0] r5,
    input [15:0] r6,
    input [15:0] r7,
    input [15:0] R,
    input [15:0] imm,
    input [3:0] sel,
    output reg [15:0] saida
);
    always @(*) begin
        case (sel)
            4'b0000: saida = r0;
            4'b0001: saida = r1;
            4'b0010: saida = r2;
            4'b0011: saida = r3;
            4'b0100: saida = r4;
            4'b0101: saida = r5;
            4'b0110: saida = r6;
            4'b0111: saida = r7;
            4'b1000: saida = imm;
            4'b1001: saida = R;
            default: saida = 16'b0;
        endcase
    end
endmodule
module ULA (
    input [15:0] A,
    input [15:0] B,
    input [2:0] OpSelect,
    output reg [15:0] Resul
);
    always @(*) begin
        case (OpSelect)
            3'b000: Resul = A + B;     
            3'b001: Resul = A - B;     
            3'b010: Resul = ~(A & B);  
            3'b111: Resul = B;   
            default: Resul = 16'b0;      
        endcase
    end
endmodule
module decodificador (
    input [15:0] instrucao,
    output wire [2:0] opcode,
    output wire [2:0] RX,
    output wire [2:0] RY
);
    assign opcode = instrucao [15:13];
    assign RX = instrucao [12:10];
    assign RY = instrucao [9:7];
endmodule
module decode_reg (
    input [2:0] reg_num,
    output reg [7:0] output_reg
);
    always @(*) begin
        case(reg_num)
            3'b000: output_reg = 8'b10000000;  
            3'b001: output_reg = 8'b01000000;  
            3'b010: output_reg = 8'b00100000;  
            3'b011: output_reg = 8'b00010000;  
            3'b100: output_reg = 8'b00001000;  
            3'b101: output_reg = 8'b00000100;  
            3'b110: output_reg = 8'b00000010;  
            3'b111: output_reg = 8'b00000001;  
        endcase
    end
endmodule
module processor (
    input clock,
    input [15:0] iin,
    input resetn,
    output wire [15:0] bus
);
    wire [2:0] OpSelect;
    wire [7:0] reg_enable;
    wire A_enable, R_enable, clear, bus_enable;
    wire [3:0] selReg;
    wire [1:0] step;
    wire [15:0] r0_out, r1_out, r2_out, r3_out, r4_out, r5_out, r6_out, r7_out;
    wire [15:0] A_out, R_out, imm;
    wire [15:0] mux_out;
    wire [15:0] ula_out;
    counter contador (.clear(clear), .clock(clock), .out(step));
    unidControle UDC (
        iin, resetn, step, OpSelect, reg_enable,
        A_enable, R_enable, clear, selReg, bus_enable
    );
    registrador r0 (clock, reg_enable[7], mux_out, r0_out);
    registrador r1 (clock, reg_enable[6], mux_out, r1_out);
    registrador r2 (clock, reg_enable[5], mux_out, r2_out);
    registrador r3 (clock, reg_enable[4], mux_out, r3_out);
    registrador r4 (clock, reg_enable[3], mux_out, r4_out);
    registrador r5 (clock, reg_enable[2], mux_out, r5_out);
    registrador r6 (clock, reg_enable[1], mux_out, r6_out);
    registrador r7 (clock, reg_enable[0], mux_out, r7_out);
    registrador A (clock, A_enable, mux_out, A_out);
    registrador R (clock, R_enable, ula_out, R_out);
    extensor_sinal extensor (iin, imm);
    multiplexador mux(
        r0_out, r1_out, r2_out, r3_out,
        r4_out, r5_out, r6_out, r7_out,
        R_out, imm, selReg, mux_out
    );
    ULA ula (A_out, mux_out, OpSelect, ula_out);
    assign bus = (bus_enable) ? mux_out : 16'b0;
endmodule
==> ci_impl_report.md <==
## Implementation flow summary

| Metric | Value |
|---|---|
| Pwr dens | ~120 mW/mm^2 |
| Clock sinks | 162 |
| First-pass GRT wire length | approximately 36,000 um |
| Wire length per cell | ~22 um |
| Initial antenna violation count | 0 |
| Layout cells sized above 1 | a little over an eighth |
| Startpoint types | input port |
| PortBufs | 33 |
| Placer Congestion | 0.903 |
| Synth async-reset ratio | 0% |
| Crit Path Max Fanout | 19 |
| DPL Wire Length | approximately 16,000 um |
| Num rows | roughly 60 |
| Status | finished clean |
| CP Data Arrival Time | between 10 and 15 ns |
| Global route overflow | 0 |
| Post-Syn Instances | about 650 |
| Crit path DRT | around 14 ns |
| Dominant logic cell type in the layout | edfxtp_1 |
| Worst clock skew | 0.00892 ns |
| Pre-Place Util | ~31% |
| Main flop type | edfxtp_1 |
| Largest net degree at the start of global routing | 20 |
| Cts hold-fix bufs | 0 |
| Slew margin rel. | approximately 40% |
| Reg clk slew, reported paths | about 0.07 ns |
| Max Cap Viol | 0 |
| Distinct lib cells used | between 80 and 90 |
| Peak Freq | between 0.09 and 0.1 GHz |
| Final TNS setup | 0 ns |
| WHS | 0.474 ns |
| Endpoints failing setup | 0 |
| Logic area | ~0.0033 mm^2 |
| DIE AREA | approximately 0.028 mm^2 |
| Vias per Instance | 5.43 |
| Vias in the first global route | 5,966 |
| DRT Wirelength | between 20,000 and 25,000 um |
| DR iter-0 viols | between 500 and 600 |
| Setup CP Type | in -> reg |
| Dominant cell area share | between 50 and 60% |
| Biggest area consumer among synthesized cells | edfxtp_1 |
| Chip Area, Yosys | ~0.0083 mm^2 |
| Main area contributors | edfxtp_1 (58%), ha_1 (3.5%), a21oi_1 (2.8%), nor2_1 (1.9%), a22oi_1 (1.9%) |
| Synthesized registers | roughly 160 |
| Clk buf depth | 2 |
| Io pins | 34 |
| Flip-flops with a built-in enable | about 160 |
| OpenROAD warning count | 31 |
| Crit end category | register |
| Clk latency late pin | 0.43 ns |
| Avg Cell Area, Syn | approximately 13 um^2 |
| Post-CTS setup buffers | 0 |
| Final hold vios | 0 |
| Minimum clock period | 10.06 ns |
| Fill cells | between 2,000 and 3,000 |
| Routed Antenna Nets | 0 |
| Clk root buf | clkbuf_16 |
| Fin crit share | a little over 70% |
| Seq share, synth | 58.1% |
| Antenna fix cells | 0 |
| Slew @ Worst Pin | 0.887 ns |
| Residual DRC count | 0 |
| Leakage | 3.21 nW |
| Area Growth Syn to Fin | 16.9% |
| Via count | roughly 6,000 |
| Worst min path class | reg -> reg |
| Cts repair resizes | 0 |
| Most numerous logic cells after layout | edfxtp_1 (160), a21oi_1 (47), nor2_1 (43) |
| Slew Viols, Final | 0 |
| Synth warn | 7 |
| VDD IR max | ~64 uV |
| CTS tree | built |
| First-pass DRT Iterations | 7 |
| Die height | ~170 um |
| Sequential standard cell area | between 0.004 and 0.005 mm^2 |
| CTS Buf Count | 17 |
| Die W | ~170 um |
| Core footprint | approximately 0.027 mm^2 |
| Post-Synthesis Cell Area | approximately 0.0083 mm^2 |
| RSZ-0062 raised after global routing | false |
| Number of H-tree levels | 4 |
| Number of cells in Yosys stat | between 600 and 700 |
| GR Util All Layers | 18.1% |
| Total Power | roughly 1.2 mW |
synth_stat cells, types with 4 or more instances:
cell       number
a32oi_1         6
a22o_1         11
nor2_1         43
buf_6           7
nor3_1         16
a21o_1          6
xor2_1         10
o2111ai_1       5
a32o_1          5
o22a_1          5
a22oi_1        21
nand2b_1        7
xnor2_1        17
edfxtp_1      160
or3_1           4
and3_1          6
nor2b_1        11
mux2i_1         9
o21ai_0        16
a31oi_1         7
a21oi_1        47
nor4_1          6
nand3_1        28
nand2_1        26
clkbuf_1        6
buf_4           5
inv_1          19
ha_1           23
o22ai_1         7
a221o_1        11
and2_1          4
buf_2           8
o2bb2ai_1       8
routing by layer:
metal  vias up  share of wire (%)  global-route usage (%)
li1       2720                  -                       -
met1      2844                 39                    24.0
met2       329                 45                    26.6
met3        23                 14                    10.7
met4         0                1.5                    2.89
met5         -                  0                       0
where the power goes:
group	leakage (nW)	total [mW]	internal, mW	switching [mW]
clock	0.280	0.465	0.266	0.199
combinational	1.47	0.148	0.0558	0.0923
sequential	1.46	0.549	0.547	0.00201
kinds of logic (layout without fill, tap and decap cells):
group,count (synthesis),in the layout,synth area share [%]
buffers and inverters,47,111,3.09
flip-flops,162,162,58.1
AND/OR/NAND/NOR,177,177,11.6
XOR/XNOR,27,27,2.84
multiplexers,12,12,1.49
adder cells (fa/ha/maj),25,25,3.81
AND-OR/OR-AND,203,203,19.0
worst max-delay path: stages:
cell and delay [ns]:
clkdlybuf4s50_1 0.81, or3b_4 0.47, o22ai_4 0.24, a22o_1 0.71, o21ai_4 0.29, and3_1 0.25, nor4_1 0.37, nand2_1 0.36
inv_1 0.20, ha_1 0.18, nand2_1 0.08, o21ai_0 0.23, xor2_1 0.20, ha_1 0.30, or2_2 0.30, a21oi_1 0.14
a31oi_1 0.07, and4_1 0.22, a2111oi_0 0.63, nor2b_1 0.11, o21ai_0 0.17, nand2b_1 0.10, a31o_2 0.27, a31o_2 0.25
a21o_1 0.15, a311o_1 0.34
stage by stage:
| step | instance area (um^2) | setup slack [ns] | std cells | util, % |
|---|---|---|---|---|
| global route | 9750 | 3.28 | 1089 | 36.0 |
| CTS | 9750 | 3.92 | 1089 | 36.0 |
| global placement | 9160 | 3.68 | 1057 | 33.8 |
| finish | 9750 | 3.84 | 1089 | 36.0 |
| detailed placement | 9160 | 3.47 | 1057 | 33.8 |
| floorplan | 8340 | 5.32 | 653 | - |
final timing paths:
path                   startpoint              end  slack (ns)  depth (start not counted)
setup / recovery          iin[15]      R.saida[15]        3.84                         26
hold / removal    contador.out[0]  contador.out[0]        0.47                          1
setup reg to reg  contador.out[0]      R.saida[15]        6.40                         27
hold reg to reg   contador.out[0]  contador.out[0]        0.47                          1
area by class of cell:
class / instances / area share [%]
tap: 372 / 4.78
clock inverter: 15 / 1.63
sequential: 162 / 49.7
multi-input combinational: 444 / 33.4
clock buffer: 17 / 4.37
inverter: 20 / 0.770
timing repair buffer: 59 / 5.39
No activity file was given, so power comes from the tool's default toggle rates.
